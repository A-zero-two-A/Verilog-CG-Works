--- design/flow/run.sh ---
#!/bin/bash
# OpenROAD 26Q1-2900-gdf79404cd8, Yosys 0.63+post, stock flow scripts
make -C /OpenROAD-flow-scripts/flow DESIGN_CONFIG=/design/flow/config.mk WORK_HOME=/design/flow/orfs finish
--- design/flow/config.mk ---
export PLATFORM = sky130hd
export DESIGN_NAME = top
export DESIGN_NICKNAME = top
export VERILOG_FILES = /design/flow/design.v
export SDC_FILE = /design/flow/constraint.sdc
export NUM_CORES = 4
export LEC_CHECK = 1
export CORE_UTILIZATION = 40
--- design/flow/constraint.sdc ---
current_design top

set clk_period 4.5
set clk_io_pct 0.2

create_clock -name clk0 -period $clk_period [get_ports {clk100mhz}]

set non_clock_inputs [all_inputs -no_clocks]
set_input_delay [expr $clk_period * $clk_io_pct] -clock clk0 $non_clock_inputs
set_output_delay [expr $clk_period * $clk_io_pct] -clock clk0 [all_outputs]
--- design/flow/design.v ---
module AC_mode (
    input clk,
    input rst,
    input sw_add,
    input [7:0] cur_unit_price,
    output reg [3:0] total_num,
    output reg [7:0] total_price
);
    initial begin
        total_num = 0;
        total_price = 0;
    end
    always @(posedge sw_add or negedge rst) begin
        if(!rst) begin
            total_num = 0;
            total_price = 0;
        end
        else begin
            total_num = total_num + 1;
            total_price = total_price + cur_unit_price;
        end
    end
endmodule
module GPU (
    input clk,
    input rst,
    input [3:0] price,
    input [3:0] num,
    input [7:0] cur_unit_price,
    input [3:0] total_num,
    input [7:0] total_price,
    input sw_add,
    output reg [31:0] dataBusBCD
);
    reg show_mode;   
    reg [3:0] price_temp;
    reg [3:0] num_temp;
    wire [31:0] dataBus0,dataBus1;
    initial begin
        show_mode = 0;
        price_temp= 0;
        num_temp = 0;
    end
    always @(posedge clk) begin
        if(num!=num_temp || price!=price_temp) begin
            show_mode = 0;
        end
        else if(sw_add) begin
            show_mode = 1;
        end
        num_temp = num;
        price_temp = price;
        if(!show_mode) begin
            dataBusBCD = dataBus0;
        end
        else begin
            dataBusBCD[23:0] = dataBus1[23:0];
            dataBus1[31:24] = 'b1010_1100;
        end
    end
    hex2bcd2 bcd0(num, dataBus0[31:24]);
    hex2bcd2 bcd1(price, dataBus0[23:16]);
    hex2bcd4 bcd2(cur_unit_price, dataBus0[15:0]);
    hex2bcd2 bcd3(total_num, dataBus1[23:16]);
    hex2bcd4 bcd4(total_price, dataBus1[15:0]);
endmodule
module clkDiv(
    input clk100mhz,
    output clk190hz,
    output clk3hz
);
    reg[25:0] count=0;
    assign clk190hz=count[18];
    assign clk3hz=count[25];
    always @(posedge clk100mhz)
        count<=count+1;
endmodule
module hex2bcd2 (
    input [3:0]hex_num,
    output reg [7:0]bcd_num
);
    always @(*) begin
        case (hex_num)
            'b0000:bcd_num = 'b0000_0000;    
            'b0001:bcd_num = 'b0000_0001;    
            'b0010:bcd_num = 'b0000_0010;    
            'b0011:bcd_num = 'b0000_0011;    
            'b0100:bcd_num = 'b0000_0100;    
            'b0101:bcd_num = 'b0000_0101;    
            'b0110:bcd_num = 'b0000_0110;    
            'b0111:bcd_num = 'b0000_0111;    
            'b1000:bcd_num = 'b0000_1000;    
            'b1001:bcd_num = 'b0000_1001;    
            'b1010:bcd_num = 'b0001_0000;    
            'b1011:bcd_num = 'b0001_0001;    
            'b1100:bcd_num = 'b0001_0010;    
            'b1101:bcd_num = 'b0001_0011;    
            'b1110:bcd_num = 'b0001_0100;    
            'b1111:bcd_num = 'b0001_0101;    
            default: bcd_num = 'b1111_1111;  
        endcase
    end  
endmodule
module hex2bcd4 (
    input [15:0] hex_num,
    output reg[15:0] bcd
);
    reg [3:0] hex0,hex1,hex2,hex3;
    wire [7:0] bcd_num0, bcd_num1, bcd_num2, bcd_num3;
    wire [15:0] bcd_num;
    initial begin
        hex0 = 0;
        hex1 = 0;
        hex2 = 0;
        hex3 = 0; 
        bcd = 0;
    end
    always @(*) begin
        hex0 = hex_num%'d10;
        hex1 = hex_num/'d10%'d10;
        hex2 = hex_num/'d100%'d10;
        hex3 = hex_num/'d1000%'d10; 
        bcd[3:0] = bcd_num0[3:0];
        bcd[7:4] = bcd_num1[3:0];
        bcd[11:8] = bcd_num2[3:0];
        bcd[15:12] = bcd_num3[3:0];
    end
    hex2bcd2 bcd0(hex0, bcd_num0[7:0]);
    hex2bcd2 bcd1(hex1, bcd_num1[7:0]);
    hex2bcd2 bcd2(hex2, bcd_num2[7:0]);
    hex2bcd2 bcd3(hex3, bcd_num3[7:0]); 
endmodule
module keyled
#(
parameter CNT_MAX = 20'd999_999  
)
(
input wire sys_clk ,  
input wire sys_rst_n ,  
input wire key_in ,  
output reg key_flag  
);
reg [19:0] cnt_20ms ;  
always@(posedge sys_clk)
if(sys_rst_n == 1'b0)
cnt_20ms <= 20'b0;
else if(key_in == 1'b1)
cnt_20ms <= 20'b0;
else if(cnt_20ms == CNT_MAX && key_in == 1'b0)
cnt_20ms <= cnt_20ms;
else
cnt_20ms <= cnt_20ms + 1'b1;
always@(posedge sys_clk)
if(sys_rst_n == 1'b0)
key_flag <= 1'b0;
else if(cnt_20ms == CNT_MAX - 1'b1)
key_flag <= 1'b1;
else
key_flag <= 1'b0;
endmodule
module segMsg(
    input clk190hz,
    input [15:0] dataBus,
    output reg[3:0] pos,
    output reg[7:0] seg
);
    reg[1:0] posC;
    reg[3:0] dataP;
    always @(posedge clk190hz)begin
     case(posC)
        0:begin
            pos<=4'b0001;
            dataP<=dataBus[3:0];
        end
        1:begin
            pos<=4'b0010;
            dataP<=dataBus[7:4];
        end
        2:begin
            pos<=4'b0100;
            dataP<=dataBus[11:8];
        end
        3:begin
            pos<=4'b1000;
            dataP<=dataBus[15:12];
        end
    endcase
    if(posC==4)
        posC=0;
    else
        posC=posC+1;
    end
    always @(dataP)
        case(dataP)
            0:seg=8'b0011_1111;
            1:seg=8'b0000_0110;
            2:seg=8'b0101_1011;
            3:seg=8'b0100_1111;
            4:seg=8'b0110_0110;
            5:seg=8'b0110_1101;
            6:seg=8'b0111_1101;
            7:seg=8'b0000_0111;
            8:seg=8'b0111_1111;
            9:seg=8'b0110_1111;
            10:seg=8'b0111_0111;     
            12:seg=8'b0011_1001;     
            15:seg=8'b0100_0000;     
            default: seg=8'b0000_1000;
        endcase
endmodule
module top (
    input clk100mhz,
    input rst,
    input sw_add,
    input [3:0] price,
    input [3:0] num,
    output [3:0] pos0,pos1,
    output [7:0] seg0,seg1
);
    wire clk190hz, clk3hz;
    wire [3:0] price_temp;
    wire [3:0] num_temp;
    wire [7:0] cur_unit_price;
    wire [3:0] total_num;
    wire [7:0] total_price;
    wire [31:0] dataBus;
    wire sw_add_led;
    clkDiv clkDiv(clk100mhz,clk190hz,clk3hz);
    unit_price unit_price(clk100mhz,rst,price,num,price_temp,num_temp,cur_unit_price);
    AC_mode AC_mode (clk100mhz,rst,sw_add_led,cur_unit_price,total_num,total_price);
    GPU GPU(clk100mhz,rst,price,num,cur_unit_price,total_num,total_price,sw_add,dataBus);
    segMsg segMsg0(clk190hz,dataBus[15:0],pos0,seg0);
    segMsg segMsg1(clk190hz,dataBus[31:16],pos1,seg1);
    keyled keyled(clk100mhz,rst,sw_add,sw_add_led);
endmodule
module unit_price(
    input clk,
    input rst,
    input [3:0] price,
    input [3:0] num,
    output reg [3:0] price_temp,
    output reg [3:0] num_temp,
    output reg [7:0] cur_unit_price
);
always @(posedge clk or negedge rst) begin
    if(!rst) begin
        price_temp = 0;
        num_temp = 0;
        cur_unit_price = 0;
    end
    else begin
        price_temp = price;
        num_temp = num;
        cur_unit_price = price_temp * num_temp;
    end
end
endmodule
==> flow_metrics.tcl <==
# yosys + openroad results
set metrics [dict create \
    route.detailed.drc 0 \
    first_pass_iters 23 \
    fp-utilization 0.4117 \
    max-slew-margin-rel 0.4764 \
    insertion_delay_ns 0.33 \
    ys_cells 848 \
    die_x_um 138.7 \
    syn_to_final_growth_pct 14.97 \
    stdcell_area_sq_um 8591 \
    critical_path_class "reg2reg" \
    end_kind "flop" \
    drive_above_1_share 0.1233 \
    setup_viol 0 \
    grt_max_degree 28 \
    fill_cells 1698 \
    drt-total-wl_mm 14.63 \
    track_usage 0.1563 \
    yosys.cell_types.count 98 \
    tightest_slew_ns 0.7854 \
    antenna_found_initial 0 \
    clk_pin_slew_ns 0.06 \
    hold_depth 1 \
    holdWs_ns 0.4064 \
    ir_drop_mv 0.2107 \
    post-route-util 0.4734 \
    period_minus_slack_ns 4.374 \
    pin_count 35 \
    post-route-period-util 0.9719 \
    worstSetupStartpointType "flop" \
    grt_pass1_wl_mm 24.81 \
    portBuffers 32 \
    root_buffer "clkbuf_16" \
    postSynthAreaPerCell_sq_um 8.812 \
    maxCapViolCount 0 \
    die-area_sq_um 19230 \
    fmax_ghz 0.2286 \
    cp.required_ns 4.75 \
    die_h_um 138.7 \
    synthFlopType "dfxtp_1" \
    synth_flops 115 \
    hold_buffers 0 \
    syn_inst 848 \
    hold_violations 0 \
    ant_nets 0 \
    layout_top_cells "dfxtp_1, nand2_1, nor2_1" \
    hpwlAfterDp_mm 10.88 \
    dpl_cell_area_sq_um 8224 \
    place.gp.congestion 0.9694 \
    grt_overflow_total 0 \
    dp_cells 1102 \
    drt_first_iter_violations 363 \
    antenna_cells 0 \
    rr_worst_depth 17 \
    p_leak_nw 3.543 \
    status "finished clean" \
    ys_warn_count 11 \
    async_reset_ff_frac 0.1739 \
    instances_no_fill 1121 \
    synth_area_sq_um 7472 \
    unclocked_regs 38 \
    yosysSeqAreaShare 0.3282 \
    wire_per_inst_um 13.05 \
    p_per_area_nw_per_um2 369.6 \
    htree_levels 3 \
    finalPower_mw 3.175 \
    clockBufferDepth 2 \
    critPathArrivalTime_ns 4.62 \
    drv_slew 0 \
    fin_skew_ns 0.003741 \
    warnings 52 \
    rsz0062_at_grt "yes" \
    rows 49 \
    edf_count 5 \
    lay_top_count "dfxtp_1" \
    hp-class "reg2reg" \
    ys_chip_area_sq_um 7472 \
    first_global_vias 5331 \
    untimed_endpoints 60 \
    path_max_fanout 23 \
    viasPerCell 5.277 \
    coreArea_sq_um 18150 \
    vias 5916 \
    cts_tree "yes" \
    cts_buffers 9 \
]
## routing by layer
layer,global-route usage,routed length (um),up-vias
met3,0.02146,483,19
met5,0,0,-
met2,0.2594,6759,111
li1,-,-,3076
met1,0.2286,7245,2710
met4,0.01871,144,0
## cells in the mapped netlist, drive strengths merged (10+ instances only)
cell	number	area [sq um]
and3	11	78.82
a211oi	10	80.07
nand2b	12	75.07
ha	64	800.8
dfrtp	20	500.5
xnor2	34	305.3
nor2	64	240.2
inv	51	196.4
or3	10	62.56
nor3	17	90.09
dfxtp	90	1802
and2	12	75.07
a21oi	50	269.0
clkbuf	25	93.84
nand4	10	62.56
xor2	35	306.5
nand3	26	135.1
nand2	70	265.3
nor2b	18	112.6
o21ai	44	235.2
buf	16	110.1
## registers in the layout (all words and copies together) (netlist names), 7 cells and up
name	cells
GPU.dataBusBCD	20
AC_mode.total_price	8
keyled.cnt_20ms	20
clkDiv.count	19
seg0	7
unit_price.cur_unit_price	8
seg1	7
## critical path, cell delays in order, from the launching register on
cell and delay, ns:
dfrtp_2 0.44, buf_4 0.24, ha_1 0.23, or3_1 0.44, a21oi_4 0.22, o21ai_4 0.12, inv_6 0.09, mux2i_4 0.32
a311oi_2 0.14, a211oi_2 0.33, and3_4 0.24, buf_4 0.17, xor2_1 0.20, ha_1 0.22, xnor3_1 0.43, and2_1 0.19
nor3_2 0.10, a2bb2oi_1 0.18
## per-stage QoR
step                      setup TNS, ns  setup slack, ns
after floorplan                       0          0.04112
after global placement                0          0.04627
after detailed placement       -0.04970         -0.04970
after CTS                             0          0.01881
after global routing            -0.3223          -0.1188
final                                 0           0.1263
## area by class of cell
cell class	count	area (sq um)	share of cell area
inverter	52	212.7	0.02476
clock inverter	3	16.27	0.001893
tap	229	286.5	0.03335
timing repair buffer	69	598.1	0.06962
multi-input combinational	641	4745	0.5523
sequential	115	2455	0.2858
clock buffer	12	277.8	0.03233
## power breakdown
part	total, mW	internal, mW	switching (mW)
combinational	1.69	0.783	0.910
sequential	0.787	0.755	0.0317
clock	0.695	0.432	0.263
## cells by family after synthesis
| group | after synthesis | share of synthesized area |
|---|---|---|
| compound gates | 206 | 0.1921 |
| xor+xnor | 70 | 0.08490 |
| fa+ha+maj | 71 | 0.1234 |
| buf+inv | 93 | 0.05408 |
| flops | 115 | 0.3282 |
| mux | 12 | 0.02311 |
| other cells | 1 | 0.0005019 |
| simple gates | 280 | 0.1937 |
## worst paths after layout
check	end	startpoint	slack, ns
max reg2reg	GPU.dataBusBCD[2]	unit_price.cur_unit_price[4]	0.13
min in group asynchronous	unit_price.cur_unit_price[7]	rst	0.94
min	clkDiv.count[0]	clkDiv.count[0]	0.41
max	GPU.dataBusBCD[2]	unit_price.cur_unit_price[4]	0.13
min reg2reg	clkDiv.count[0]	clkDiv.count[0]	0.41
max in group asynchronous	unit_price.cur_unit_price[3]	rst	3.31
## what timing repair did
item                                    4_1_cts  5_1_grt
setup buffers                                 1        3
endpoints found under the setup margin        1        6
gates resized                                 3        5
pin swaps                                     2        7
No activity file was given, so power comes from the tool's default toggle rates.
