==> design.v <==
module csadd32 (
    input  wire [31:0] a,
    input  wire [31:0] b,
    input  wire        cin,
    output wire [31:0] s,
    output wire        cout
);
  wire [31:0] sum0;
  wire [31:0] sum1;
  wire [31:0] carry0;
  wire [31:0] carry1;
  wire [31:0] select;
  genvar i;
  generate
    for (i = 0; i < 32; i = i + 1) begin : selet_adders
      add1 u_add1_0 (
          .a(a[i]),
          .b(b[i]),
          .cin(1'b0),
          .sum(sum0[i]),
          .cout(carry0[i])
      );
      add1 u_add1_1 (
          .a(a[i]),
          .b(b[i]),
          .cin(1'b1),
          .sum(sum1[i]),    
          .cout(carry1[i])
      );
      if (i == 0) begin
        assign s[i] = (cin == 1'b0) ? sum0[i] : sum1[i];
        assign select[i] = (cin == 1'b0) ? carry0[i] : carry1[i];
      end else begin
        assign s[i] = (select[i-1] == 1'b0) ? sum0[i] : sum1[i];
        assign select[i] = (select[i-1] == 1'b0) ? carry0[i] : carry1[i];
      end
    end
  endgenerate
  assign cout = select[31];
endmodule
module add1 (
    input  wire a,
    input  wire b,
    input  wire cin,
    output wire sum,
    output wire cout
);
  assign sum  = a ^ b ^ cin;
  assign cout = (a & b) | (cin & (a ^ b));
endmodule
module	rcadd32(
    Ai,Bi,Cin,S,OUT
);
    input [31:0] Ai,Bi;
	input Cin;
    output [31:0] S,OUT;
    wire [30:0] CY;
    add1 U0(Ai[0],Bi[0],Cin,S[0],CY[0]);
    add1 U1(Ai[1],Bi[1],CY[0],S[1],CY[1]);
	add1 U2(Ai[2],Bi[2],CY[1],S[2],CY[2]);
	add1 U3(Ai[3],Bi[3],CY[2],S[3],CY[3]);
	add1 U4(Ai[4],Bi[4],CY[3],S[4],CY[4]);
	add1 U5(Ai[5],Bi[5],CY[4],S[5],CY[5]);
	add1 U6(Ai[6],Bi[6],CY[5],S[6],CY[6]);
	add1 U7(Ai[7],Bi[7],CY[6],S[7],CY[7]);
	add1 U8(Ai[8],Bi[8],CY[7],S[8],CY[8]);
	add1 U9(Ai[9],Bi[9],CY[8],S[9],CY[9]);
	add1 U10(Ai[10],Bi[10],CY[9],S[10],CY[10]);
	add1 U11(Ai[11],Bi[11],CY[10],S[11],CY[11]);
	add1 U12(Ai[12],Bi[12],CY[11],S[12],CY[12]);
	add1 U13(Ai[13],Bi[13],CY[12],S[13],CY[13]);
	add1 U14(Ai[14],Bi[14],CY[13],S[14],CY[14]);
	add1 U15(Ai[15],Bi[15],CY[14],S[15],CY[15]);
	add1 U16(Ai[16],Bi[16],CY[15],S[16],CY[16]);
	add1 U17(Ai[17],Bi[17],CY[16],S[17],CY[17]);
	add1 U18(Ai[18],Bi[18],CY[17],S[18],CY[18]);
	add1 U19(Ai[19],Bi[19],CY[18],S[19],CY[19]);
	add1 U20(Ai[20],Bi[20],CY[19],S[20],CY[20]);
	add1 U21(Ai[21],Bi[21],CY[20],S[21],CY[21]);
	add1 U22(Ai[22],Bi[22],CY[21],S[22],CY[22]);
	add1 U23(Ai[23],Bi[23],CY[22],S[23],CY[23]);
	add1 U24(Ai[24],Bi[24],CY[23],S[24],CY[24]);
	add1 U25(Ai[25],Bi[25],CY[24],S[25],CY[25]);
	add1 U26(Ai[26],Bi[26],CY[25],S[26],CY[26]);
	add1 U27(Ai[27],Bi[27],CY[26],S[27],CY[27]);
	add1 U28(Ai[28],Bi[28],CY[27],S[28],CY[28]);
	add1 U29(Ai[29],Bi[29],CY[28],S[29],CY[29]);
	add1 U30(Ai[30],Bi[30],CY[29],S[30],CY[30]);
	add1 U31(Ai[31],Bi[31],CY[30],S[31],OUT);
endmodule
==> run.sh <==
#!/bin/bash
# OpenROAD 26Q1-2900-gdf79404cd8, Yosys 0.63+post, stock flow scripts
make -C /OpenROAD-flow-scripts/flow DESIGN_CONFIG=/design/flow/config.mk WORK_HOME=/design/flow/orfs finish
==> config.mk <==
export PLATFORM = sky130hd
export DESIGN_NAME = rcadd32
export DESIGN_NICKNAME = rcadd32
export VERILOG_FILES = /design/flow/design.v
export SDC_FILE = /design/flow/constraint.sdc
export NUM_CORES = 4
export LEC_CHECK = 1
export CORE_AREA = 10 10 92 92
export DIE_AREA = 0 0 102 102
==> constraint.sdc <==
current_design rcadd32

set clk_period 31.2
set clk_io_pct 0.2

create_clock -name clk0 -period $clk_period

set non_clock_inputs [all_inputs -no_clocks]
set_input_delay [expr $clk_period * $clk_io_pct] -clock clk0 $non_clock_inputs
set_output_delay [expr $clk_period * $clk_io_pct] -clock clk0 [all_outputs]
==> run summary <==
status - finished, final reports clean
IO buf count - 98
delay of the slowest critical-path stage - 470 ps
Final HPWL DP - 3.27 mm
drc violations - 0
Initial Utilization - 18.5%
logic area - 757 µm²
post-synthesis sequential area ratio - 0%
CP max FO - 1
antenna diode count - 0
crit end category - output pin
Setup-failing EPs final - 0
antenna-violating nets left - 0
fin. max-slew vios - 0
vias in the first global route - 958
most instantiated logic cells after routing - clkdlybuf4s50_1, fa_1, conb_1
# Cells Yosys - 115
critical path class - in -> out
post-synthesis cell area - 1190 µm²
synth top area cells - fa_1, buf_4, inv_1, conb_1
Top delay family on crit path - adder cells
die height - 102 µm
most numerous logic cell after layout - clkdlybuf4s50_1
Area Growth Syn to Fin - 59.5%
warning total across the stage logs - 32
Post-Syn Instances - 115
# Post-CTS Setup Buffers - 0
CLK BUF - 0
critical path's slowest cell - clkdlybuf4s50_1
largest net degree at the start of global routing - 2
Post-CTS Hold Buffers - 0
worst vdd ir - 0.00729 mV
row cnt - 29
RSZ-0062 raised after global routing - false
IO Count - 129
Startpoint Class - primary input
DR pass1 iterations - 2
worst hold path type - in -> out
sequential cell area - 0 µm²
fmax - 0.0391 GHz
final core occ - 29.4%
Final period util - 82.0%
first-pass GRT wire length - 4.93 mm
GRT Total Usage - 5.85%
leakage - 0.813 nW
max cap viols - 0
Die ar. - 10400 µm²
post-DR wirelength/cell - 12.8 µm
crit path DAT - 19330 ps
Avg Cell Area, Syn - 10.4 µm²
Buf/Inv on CP - 8
Dominant cell area share - 53.7%
Vias per Instance - 3.17
cell type with the largest total area - fa_1
share of layout cells above drive strength 1 - 0%
gp weighted congestion - 0.730
detailed-route via count - 811
DRT Wirelength - 3.29 mm
registers - 0
global routing usage on met3 - 5.93%
Die X-Extent - 102 µm
met2 Track Usage GR - 8.30%
iteration-0 DRC count of the detailed router - 3
global route overflow - 0
most used routing layer - met2
initial antenna violation count - 0
final hold violations - 0
crit path time final - 25570 ps
Crit path top cell by count - fa_1
Filler cells - 653
pwr/cell area - 18.0 nW/µm²
GRT met1 Usage - 6.51%
overall power - 0.0342 mW
YS chip area - 1190 µm²
WP data required - 24960 ps
Warnings, synthesis - 1
synth unique cells - 4
total negative slack - 0 ps
Resized Gates After CTS - 0
CORE AREA - 6460 µm²
Min Hold Slack - 13510 ps
==> where the power goes <==
part	switching (mW)	internal (mW)	total (mW)
combinational	0.00894	0.0252	0.0342
clock	0	0	0
sequential	0	0	0
total	0.00894	0.0252	0.0342
==> layer usage <==
| metal | wire length (µm) | vias to the layer above | share of wire [%] |
|---|---|---|---|
| met4 | 0 | 0 | 0 |
| met1 | 981 | 359 | 30 |
| li1 | - | 359 | - |
| met3 | 1010 | 0 | 31 |
| met2 | 1300 | 93 | 39 |
| met5 | 0 | - | 0 |
==> per-stage QoR <==
step	setup slack, ps	cells	area, µm²
floorplan	6880	145	1310
global route	5070	256	1900
finish	5630	256	1900
global placement	5550	256	1900
CTS	5530	256	1900
detailed placement	5530	256	1900
==> synth_stat cells, drive strengths merged <==
| master | n |
|---|---|
| buf | 64 |
| fa | 32 |
| inv | 18 |
| conb | 1 |
==> layout make-up <==
class                      instances  area share [%]
timing repair buffer              98            51.6
multi-input combinational         63            39.8
tap                               77            5.07
inverter                          18            3.55
==> final timing paths <==
check                 cells past startpoint  start     to
worst max-delay path                     40  Ai[0]  S[31]
worst min-delay path                      5    Cin   S[0]
==> cells by family after synthesis <==
group	share of synthesized area (%)
buffers and inverters	46.0
adders and majority gates	53.7
other	0.314
Power and IR drop assume default switching activity.
