<file path="flow/design.v">
module csadd32 (
    input  wire [31:0] a,
    input  wire [31:0] b,
    input  wire        cin,
    output wire [31:0] s,
    output wire        cout
);
  wire [31:0] sum0;
  wire [31:0] sum1;
  wire [31:0] carry0;
  wire [31:0] carry1;
  wire [31:0] select;
  genvar i;
  generate
    for (i = 0; i < 32; i = i + 1) begin : selet_adders
      add1 u_add1_0 (
          .a(a[i]),
          .b(b[i]),
          .cin(1'b0),
          .sum(sum0[i]),
          .cout(carry0[i])
      );
      add1 u_add1_1 (
          .a(a[i]),
          .b(b[i]),
          .cin(1'b1),
          .sum(sum1[i]),    
          .cout(carry1[i])
      );
      if (i == 0) begin
        assign s[i] = (cin == 1'b0) ? sum0[i] : sum1[i];
        assign select[i] = (cin == 1'b0) ? carry0[i] : carry1[i];
      end else begin
        assign s[i] = (select[i-1] == 1'b0) ? sum0[i] : sum1[i];
        assign select[i] = (select[i-1] == 1'b0) ? carry0[i] : carry1[i];
      end
    end
  endgenerate
  assign cout = select[31];
endmodule
module add1 (
    input  wire a,
    input  wire b,
    input  wire cin,
    output wire sum,
    output wire cout
);
  assign sum  = a ^ b ^ cin;
  assign cout = (a & b) | (cin & (a ^ b));
endmodule
</file>
<file path="flow/run.sh">
#!/bin/bash
# OpenROAD 26Q1-2900-gdf79404cd8, Yosys 0.63+post, stock flow scripts
make -C /OpenROAD-flow-scripts/flow DESIGN_CONFIG=/design/flow/config.mk WORK_HOME=/design/flow/orfs finish
</file>
<file path="flow/config.mk">
export PLATFORM = sky130hd
export DESIGN_NAME = csadd32
export DESIGN_NICKNAME = csadd32
export VERILOG_FILES = /design/flow/design.v
export SDC_FILE = /design/flow/constraint.sdc
export NUM_CORES = 4
export LEC_CHECK = 1
export CORE_AREA = 10 10 91 91
export DIE_AREA = 0 0 101 101
</file>
<file path="flow/constraint.sdc">
current_design csadd32

set clk_period 16.6
set clk_io_pct 0.2

create_clock -name clk0 -period $clk_period

set non_clock_inputs [all_inputs -no_clocks]
set_input_delay [expr $clk_period * $clk_io_pct] -clock clk0 $non_clock_inputs
set_output_delay [expr $clk_period * $clk_io_pct] -clock clk0 [all_outputs]
</file>
==> Changelog: implementation <==
### Implementation results

- Largest fanout on the critical path: 5
- Non-filler cells, final: ~500
- Share of layout cells above drive strength 1: 0.02632
- Setup WS pre-CTS: approximately 5 ns
- Drt drc: 0
- Routed Antenna Nets: 0
- Top cell by count, worst path: clkdlybuf4s50_1
- Sequential share of power: 0
- Total vias in the final route: roughly 2,300
- Total core area: 0.006350 mm2
- Grt total ovfl: 0
- Hold_buf cts: 0
- Placed instance count: approximately 500
- Yosys cell types: ~42
- Commonest Layout Cell: clkdlybuf4s50_1
- Slew @ Worst Pin: between 0.5 and 0.6 ns
- Combinational Power Share: 1.000
- Unrepaired setup endpoints after global routing: false
- Final Setup Violations: 0
- Die width: 101 um
- Power Total: roughly 0.15 mW
- I/O pin cnt: 98
- Hold WS: around 7.6 ns
- Initial antenna violation count: 0
- Switch share: 0.3599
- Buffers on Ports: 98
- Global Route Usage Sum: 0.1059
- Cell count after synthesis: around 320
- Pre-Repair DR Iteration Count: 4
- Hold Startpoint: cin
- Min Clock Period, post-route: about 12 ns
- Worst vdd ir: around 0.029 mV
- Setup Fix Bufs, Post-CTS: 0
- Final Util: 0.5255
- Delay of the slowest cell on the worst path: 0.53 ns
- Iteration-0 DRC Markers: 30
- Netlist Area Pre-Place: 0.002260 mm2
- Crit path buf inv count: 3
- CP Launch Point: a[2]
- Crit path launch type: primary input
- Most frequent cells in the layout: clkdlybuf4s50_1, inv_1, ha_1, nand2_1, nor2_1
- Hold crit path type: primary input to output pin
- Final Slew Violations: 0
- NetSw: between 0.05 and 0.06 mW
- CTS resizes: 0
- Peak Freq: ~85 MHz
- Flop count: 0
- Crit path max-delay family: simple AND/OR/NAND/NOR gates
- Period utilization: 0.7049
- YS chip area: 0.002260 mm2
- Clock share of power: 0
- First-pass GRT wire length: approximately 9.4 mm
- DIE AREA: 0.01020 mm2
- Final WS setup: just under 5 ns
- Seq share, synth: 0
- Number of global-route vias before repair: approximately 2,200
- Final HPWL DP: 5.229 mm
- Total Wirelength: between 5 and 6 mm
- Worst slew margin: 0.6363
- P&R area growth vs syn: 47.67%
- Cell Rows: 29
- Mean area per synthesized cell: about 7.1 um2
- DP Area: about 0.0033 mm2
- Final Hold Viols: 0
- Wire per inst: around 11 um
- Syn. warnings: 0
- Post-route design area: approximately 0.0033 mm2
- Init Core Util: 0.3559
- Number of vias per cell: between 4 and 5
- Tool Warnings: about 64
- Placer Congestion: roughly 0.88
- Critical-path cell list: clkdlybuf4s50_1 > inv_1 > ha_1 > or4_1 > o311a_1 > and3_4 > or4_4 > and3b_1 > or3_4 > and3_1 > o21a_1 > or3b_1 > o2111ai_1 > and2_4 > mux2i_2 > mux2i_1 > xnor2_1 > clkdlybuf4s50_1
- Leak: about 1.7 nW
- Crit-path slowest cell: or4_1
- Pwr/cell area: 44.26 mW/mm2
- Cell internal pwr: 0.09453 mW
- Yosys Instances: 320
- Die H: 101 um
- Crit path kind: primary input to output pin
- Crit. End Element: output pin
- Worst EP arrival: about 8.4 ns
- Outcome: finished, final reports clean
- Setup_tns: 0 ns
- CP required: approximately 13 ns
- Max-cap violation count: 0
- Number of fill cells: a little under 600
- Antenna cells: 0
- Register area: 0 um2
- Largest net degree at the start of global routing: 7
- Clkbuf count: 0
==> power by group through the flow <==
stage	logic (mW)	registers, mW	clock network, mW
4_1_cts	0.151	0	0
5_1_grt	0.166	0	0
6_report	0.148	0	0
==> logic make-up after synthesis <==
group	synth area share
XOR/XNOR	0.1240
AND-OR/OR-AND	0.1617
multiplexers	0.03710
buffers and inverters	0.1146
adder cells (fa/ha/maj)	0.3544
AND/OR/NAND/NOR	0.2082
==> final cells by class <==
class              instances  area (um2)  area share
multi-input cells        251        2001      0.5996
repair buffers            98       980.9      0.2940
inverters                 69       259.0     0.07762
well taps                 77       96.34     0.02887
==> Yosys cell counts, types with 2 or more instances <==
master,instances,area [um2]
or3b_1,2,17.52
and3_1,2,12.51
inv_1,69,259.0
nand3b_1,2,15.01
and3b_1,5,43.79
ha_1,64,800.8
xnor2_1,21,183.9
nor2_1,24,90.09
xor2_1,11,96.34
o21bai_1,2,15.01
nor3b_1,3,22.52
a21o_1,2,15.01
nand2b_1,2,12.51
or2_2,4,25.02
o22ai_1,5,31.28
o221ai_1,4,35.03
mux2i_1,7,70.07
o21ai_0,17,85.08
nor3_1,3,15.01
and2_1,6,37.54
nand2_1,26,97.59
a21oi_1,19,95.09
==> worst min-delay path: cells and delay by family <==
kind                      cells  cell delay, ns
buffers and inverters         2            0.92
xor gates and xnor gates      1            0.08
==> worst paths after layout <==
| kind | end | slack [ns] | depth (start not counted) |
|---|---|---|---|
| min | s[0] | 7.65 | 3 |
| max | s[28] | 4.90 | 18 |
==> layer usage <==
| layer | part of all wire | vias to the layer above | global-route usage |
|---|---|---|---|
| met1 | 0.46 | 963 | 0.1348 |
| met3 | 0.10 | 2 | 0.03049 |
| met5 | 0 | - | 0 |
| li1 | - | 1243 | - |
| met4 | 0.0030 | 0 | 0.003215 |
| met2 | 0.44 | 68 | 0.1818 |
No activity file was given, so power comes from the tool's default toggle rates.
